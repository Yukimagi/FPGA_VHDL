--- design.v ---
module carryla_4bit(sum,c4,a,b,c_in); 
	input [3:0] a; 
	input [3:0] b; 
	input c_in;
	output [3:0] sum;
	output c4; 
   wire [3:0] p;   
   wire [3:0] g;   
   wire [4:0] c;   
   assign p[3:0] = a[3:0] ^ b[3:0]; 
   assign g[3:0] = a[3:0] & b[3:0]; 
	assign sum[3:0] = p[3:0] ^ c[3:0]; 
   assign c[0] = c_in;
   assign c[1] = g[0] | (p[0] & c[0]); 
   assign c[2] = g[1] | (p[1] & g[0]) | (p[1] & p[0] & c[0]);
   assign c[3] = g[2] | (p[2] & g[1]) | (p[2] & p[1] & g[0])| (p[2] & p[1] & p[0] & c_in);
   assign c4 = g[3] | (p[3] & g[2]) | (p[3] & p[2] & g[1])| (p[3] & p[2] & p[1] & g[0])| (p[3] & p[2] & p[1] & p[0] & c_in);
endmodule  
--- run.sh ---
#!/bin/bash
# OpenROAD 26Q1-2900-gdf79404cd8, Yosys 0.63+post, stock flow scripts
make -C /OpenROAD-flow-scripts/flow DESIGN_CONFIG=/design/flow/config.mk WORK_HOME=/design/flow/orfs finish
--- config.mk ---
export PLATFORM = sky130hd
export DESIGN_NAME = carryla_4bit
export DESIGN_NICKNAME = carryla_4bit
export VERILOG_FILES = /design/flow/design.v
export SDC_FILE = /design/flow/constraint.sdc
export NUM_CORES = 4
export LEC_CHECK = 1
export CORE_AREA = 10 10 70 70
export DIE_AREA = 0 0 80 80
--- constraint.sdc ---
current_design carryla_4bit

set clk_period 3.0
set clk_io_pct 0.2

create_clock -name clk0 -period $clk_period

set non_clock_inputs [all_inputs -no_clocks]
set_input_delay [expr $clk_period * $clk_io_pct] -clock clk0 $non_clock_inputs
set_output_delay [expr $clk_period * $clk_io_pct] -clock clk0 [all_outputs]
==> flow_metrics.py <==
# Synthesis and PnR figures
metrics = {
    "outcome": {
        "outcome": "completed",
    },
    "timing": {
        "max_freq_mhz": 347,
        "tightest_slew_ps": 144,
        "drv_slew": 0,
        "hold_viol_final": 0,
        "rsz0062_at_grt": "no",
        "slew_headroom_pct": 90.4,
        "setup_viol": 0,
        "finalCritPeriodShare_pct": 96.2,
        "fin_crit_ps": 2880,
        "setup_tns_ps": 0,
    },
    "min_path": {
        "hold_path.class": "primary input to primary output",
        "holdPathStages": 7,
        "hp-start": "b[2]",
        "whs_endpoint": "sum[3]",
    },
    "flow_run": {
        "tool_warnings": 32,
        "drv_cap": 0,
    },
    "placed_design": {
        "dp_hpwl_um": 491,
        "place.port_buffers": 14,
        "post_dp_cell_area_um2": 360,
        "gp_congestion": 0.813,
        "placed_cells": 79,
    },
    "detailed_routing": {
        "antenna_left": 0,
        "drc": 0,
        "dr.pass1.iters": 2,
        "post_drt_wl_per_cell_um": 6.55,
        "drt_first_iter_violations": 2,
        "via_count": 172,
        "via_per_inst": 2.10,
        "drt-total-wl_um": 537,
    },
    "clocking": {
        "cts_hold_buf": 0,
    },
    "power_and_ir_drop": {
        "peakVddDrop_mv": 0.0516,
        "combPwrFrac_pct": 100.0,
        "switchingPower_w": 0.0000184,
        "swShare_pct": 27.9,
        "clkPwrFrac_pct": 0,
        "leakagePower_nw": 0.207,
        "power-per-cell-area_nw_per_um2": 170,
        "p_seq_share_pct": 0,
        "p_int_w": 0.0000475,
    },
    "global_route": {
        "grt_max_degree": 4,
        "grt_pass1_vias": 191,
        "antenna_found_initial": 1,
        "grt.overflow.total": 0,
        "grt_usage_pct": 1.62,
        "grt_first_pass_wirelength_um": 862,
    },
    "critical_path": {
        "worst_setup_path_start_kind": "primary input",
        "worstPathRequired_ps": 2400,
        "cp.arrival_ps": 2280,
        "path_cells": "clkdlybuf4s50_1 > ha_1 > a21o_1 > a31o_1 > a21o_1 > clkdlybuf4s50_1",
        "cp-end-kind": "primary output",
        "crit_slowest_cell": "clkdlybuf4s50_1",
        "max_stage_delay_ps": 410,
        "critPathKind": "primary input to primary output",
        "path_max_fanout": 3,
    },
    "cells_and_area": {
        "instances_no_fill": 82,
        "area_delta_synth_final_pct": 163,
        "seqCellArea_um2": 0,
        "clkbuf_count": 0,
        "drive_gt1_share_pct": 11.4,
        "flops": 0,
        "layout_top_cells": "clkdlybuf4s50_1 (10), inv_1 (4), ha_1 (4), dlymetal6s2s_1 (4), buf_4 (4)",
        "lay_top_count": "clkdlybuf4s50_1",
        "stdcell_area_um2": 388,
    },
    "synth": {
        "synthTopCellsByArea": "ha_1 (34%), a21o_1 (15%), fa_1 (14%), xnor2_1 (12%), inv_1 (10%)",
        "synth_cell_types": 8,
        "ys_seq_share_pct": 0,
        "syn_area_um2": 148,
        "synth_stat.cells": 17,
        "synth_cells": 17,
        "yosysWarnings": 0,
        "synth.top_cell.area_share_pct": 33.9,
        "largest_area_cell": "ha_1",
        "avgSynthCellArea_um2": 8.68,
        "yosys_area_um2": 148,
    },
    "floorplan": {
        "fp.dieArea_um2": 6400,
        "die_w_um": 80,
        "floorplanUtilization_pct": 4.32,
        "ioPinCount": 14,
        "rows": 21,
        "core_area_um2": 3420,
        "fp.dieH_um": 80,
    },
}
[metrics by stage]
step | total power (W) | setup slack, ps | hold slack, ps | utilization [%]
after floorplan | 0.0000204 | 965 | 1370 | -
after global placement | 0.0000627 | 38.8 | 2270 | 10.5
after detailed placement | 0.0000643 | 28.9 | 2290 | 10.5
after CTS | 0.0000650 | 8.59 | 2300 | 10.5
after global routing | 0.0000748 | 8.28 | 2050 | 11.4
final | 0.0000659 | 115 | 1940 | 11.4
[layout make-up]
cell class / instances / area [µm²]
Fill cell: 397 / 3030
Timing Repair Buffer: 18 / 180
Multi-Input combinational cell: 13 / 133
Tap cell: 46 / 57.6
Inverter: 4 / 15.0
Antenna cell: 1 / 2.50
[critical path, delay by kind of cell]
kind / cells / cell delay, ps
compound gates: 3 / 560
fa+ha+maj: 1 / 310
buf+inv: 2 / 820
[synthesized netlist by cell type]
cell type  n
a21o_1     3
a21oi_1    1
a31o_1     1
fa_1       1
ha_1       4
inv_1      4
xnor2_1    2
xor2_1     1
[kinds of logic (layout without fill, tap and decap cells)]
logic type / count (synthesis) / after routing / share of synthesized area (%)
AND-OR/OR-AND: 5 / 5 / 24.6
XOR/XNOR: 3 / 3 / 17.8
adder cells (fa/ha/maj): 5 / 5 / 47.5
other: 0 / 1 / 0
buffers and inverters: 4 / 22 / 10.2
[worst max-delay path by stage]
stage	from	endpoint	cells past startpoint
after CTS	a[0]	sum[3]	6
after global routing	a[2]	c4	6
final	a[2]	c4	6
[what timing repair did]
action	in CTS	in global routing
resized	0	4
endpoints found under the setup margin	0	2
setup buffers	0	2
[power groups by stage]
stage | combinational [W] | clock, W | sequential (W)
4_1_cts | 0.0000650 | 0 | 0
5_1_grt | 0.0000748 | 0.0000000000445 | 0
6_report | 0.0000659 | 0.0000000000445 | 0
[routing by layer]
metal  track usage [%]  wire (µm)  vias to the layer above
met5                 0          0                        -
met3              1.59        152                        0
met4                 0          0                        0
met1              2.12        251                       65
li1                  -          -                       94
met2              1.93        134                       13
Power figures rest on the tool's default switching activity, not on a simulated workload.
