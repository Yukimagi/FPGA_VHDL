## ./config.mk

```make
export PLATFORM = sky130hd
export DESIGN_NAME = FullAdd16
export DESIGN_NICKNAME = FullAdd16
export VERILOG_FILES = /design/flow/design.v
export SDC_FILE = /design/flow/constraint.sdc
export NUM_CORES = 4
export LEC_CHECK = 1
export CORE_AREA = 10 10 70 70
export DIE_AREA = 0 0 80 80
```

## ./constraint.sdc

```tcl
current_design FullAdd16

set clk_period 12.4
set clk_io_pct 0.2

create_clock -name clk0 -period $clk_period

set non_clock_inputs [all_inputs -no_clocks]
set_input_delay [expr $clk_period * $clk_io_pct] -clock clk0 $non_clock_inputs
set_output_delay [expr $clk_period * $clk_io_pct] -clock clk0 [all_outputs]
```

## ./design.v

```verilog
module FullAdd(sum,carryout,a,b,carryin); 
input a,b,carryin;
output sum,carryout;
wire sum,carryout;
assign{carryout,sum}=a+b+carryin; 
endmodule
module FullAdd16(sum,carry_out,a,b,carry_in); 
input [15:0]a,b; 
input carry_in;
output[15:0]sum;
output carry_out;
wire [15:0]sum;
wire carry_out;
FullAdd4 fa0(sum[3:0],carry_out1,a[3:0],b[3:0],carry_in); 
FullAdd4 fa1(sum[7:4],carry_out2,a[7:4],b[7:4],carry_out1); 
FullAdd4 fa2(sum[11:8],carry_out3,a[11:8],b[11:8],carry_out2); 
FullAdd4 fa3(sum[15:12],carry_out,a[15:12],b[15:12],carry_out3); 
endmodule
module FullAdd4(sum,carry_out,a,b,carry_in); 
input [3:0]a,b;
input carry_in;
output[3:0]sum;
output carry_out;
wire [3:0]sum;
wire carry_out;
FullAdd fa0(sum[0],carry_out1,a[0],b[0],carry_in); 
FullAdd fa1(sum[1],carry_out2,a[1],b[1],carry_out1);
FullAdd fa2(sum[2],carry_out3,a[2],b[2],carry_out2);
FullAdd fa3(sum[3],carry_out,a[3],b[3],carry_out3); 
endmodule
```

## ./run.sh

```bash
#!/bin/bash
# OpenROAD 26Q1-2900-gdf79404cd8, Yosys 0.63+post, stock flow scripts
make -C /OpenROAD-flow-scripts/flow DESIGN_CONFIG=/design/flow/config.mk WORK_HOME=/design/flow/orfs finish
```

==> impl_metrics.env <==
# flow metrics
export IMPL_power_leakage_nw=0.365
export IMPL_pre_cts_ws_ns=0.223
export IMPL_clkbuf_count=0
export IMPL_period_used=0.976
export IMPL_cpMostUsedCell="fa_1"
export IMPL_cp_num_buf_inv=6
export IMPL_chipHeight_um=80
export IMPL_antenna_found_initial=0
export IMPL_syn_area_per_cell_um2=11.4
export IMPL_p_clk_frac=0
export IMPL_drc=0
export IMPL_grt_first_pass_wirelength_um=2280
export IMPL_drv_cap=0
export IMPL_hold_class="primary input to output port"
export IMPL_flop_area_um2=0
export IMPL_setup_violations=0
export IMPL_dpl_hpwl_um=1510
export IMPL_cp_end_kind="output port"
export IMPL_final_min_clock_period_ns=12.10
export IMPL_logic_area_um2=323
export IMPL_nFillCells=359
export IMPL_sw_frac_of_total=0.260
export IMPL_die_w_um=80
export IMPL_grt_overflow=0
export IMPL_seqPwrFrac=0
export IMPL_crit_slowest_cell="clkdlybuf4s50_1"
export IMPL_dr_pass1_iters=4
export IMPL_gp_congestion=0.876
export IMPL_cp_top_family="adder cells"
export IMPL_fmax_ghz=0.0826
export IMPL_routed_wl_um=1510
export IMPL_finalHoldViolCount=0
export IMPL_critPathMaxFanout=1
export IMPL_track_usage=0.0458
export IMPL_status="finished, final reports clean"
export IMPL_core_mm2=0.00342
export IMPL_drive_above_1_share=0.0132
export IMPL_pin_count=50
export IMPL_cp_arrival_ns=9.62
export IMPL_die_area_mm2=0.00640
export IMPL_cpPeakStageDelay_ns=0.46
export IMPL_vias_per_cell=3.03
export IMPL_vias=370
export IMPL_synth_distinct_cells=3
export IMPL_powerDensity_mw_per_mm2=47.2
export IMPL_grt_pass1_vias=463
export IMPL_fin_ws_ns=0.300
export IMPL_row_count=21
export IMPL_netlist_area_leader_share=0.670
export IMPL_critical_path_required_ns=9.92
export IMPL_ys_area_um2=478
export IMPL_holdBufCountCts=0
export IMPL_rsz0062_at_grt="no"
export IMPL_wl_per_cell_um=12.4
export IMPL_initCoreUtil=0.140
export IMPL_synth_cells=42
export IMPL_drt_iter0_markers=2
export IMPL_topCellsByArea="fa_1 67%, buf_4 25%, inv_1 7.9%"
export IMPL_area_growth_pct=92.1
export IMPL_crit_type="primary input to output port"
export IMPL_synth_area_um2=478
export IMPL_grt_max_degree=2
export IMPL_maxSlewViolCount=0
export IMPL_synth_warnings=6
export IMPL_antenna_left=0
export IMPL_cp_cell_sequence="clkdlybuf4s50_1, inv_1, fa_1, inv_1, fa_1, fa_2, fa_1, fa_1, fa_1, fa_1, fa_1, fa_1, fa_1, fa_1, fa_1, fa_1, fa_1, fa_1, inv_1, fa_1, inv_1, clkdlybuf4s50_1"
export IMPL_seq_cells=0
export IMPL_top_area_cell="fa_1"
export IMPL_p_comb_frac=1.000
export IMPL_tightestPinTransition_ns=0.109
export IMPL_relSlewSlack=0.927
export IMPL_fin_setup_tns_ns=0
export IMPL_antenna_cells=0
export IMPL_ys_cells=42
export IMPL_peakVddDrop_uv=14.5
export IMPL_p_int_mw=0.0321
export IMPL_cp_start_kind="primary input"
export IMPL_synth_seq_share=0
export IMPL_openroad_warnings=32
export IMPL_synthTopCellsByCount="16 x buf_4, 16 x fa_1, 10 x inv_1"
export IMPL_power_switching_mw=0.0113
export IMPL_io_buffers=50
power groups by stage:
stage | sequential [mW] | combinational (mW) | clock [mW]
CTS | 0 | 0.0447 | 0
global route | 0 | 0.0489 | 0
finish | 0 | 0.0433 | 0
worst paths after layout:
path      from       to  cells past startpoint
min   carry_in   sum[0]                      5
max       a[0]  sum[15]                     22
cell usage in the layout, fill, tap and decap left out, drive strengths merged:
| cell type | instances |
|---|---|
| clkdlybuf4s50 | 50 |
| fa | 16 |
| inv | 10 |
layout make-up:
cell class / instances / area share
inverter: 10 / 0.0409
multi-input combinational: 16 / 0.351
tap: 46 / 0.0627
timing repair buffer: 50 / 0.545
per-layer routing:
metal | track usage | share of wire
met1 | 0.0535 | 0.39
met2 | 0.0594 | 0.29
met3 | 0.0500 | 0.32
met4 | 0 | 0
met5 | 0 | 0
logic make-up after synthesis:
family / Yosys count / share of synthesized area
buffers and inverters: 26 / 0.330
adder cells (fa/ha/maj): 16 / 0.670
per-stage QoR:
stage          utilization  power, mW  cell area, µm²  hold slack (ns)  instances
2_1_floorplan            -     0.0212             478             5.18         42
3_3_place_gp         0.268     0.0444             916             6.03        122
3_5_place_dp         0.268     0.0444             916             6.03        122
4_1_cts              0.268     0.0447             916             6.02        122
5_1_grt              0.269     0.0489             918             6.08        122
6_report             0.269     0.0433             918             6.01        122
what timing repair did:
action,4_1_cts,5_1_grt
endpoints found under the setup margin,0,1
resized,0,1
setup buffers,0,0
Power and IR drop assume default switching activity.
