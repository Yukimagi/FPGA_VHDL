<file path="flow/run.sh">
#!/bin/bash
# OpenROAD 26Q1-2900-gdf79404cd8, Yosys 0.63+post, stock flow scripts
make -C /OpenROAD-flow-scripts/flow DESIGN_CONFIG=/design/flow/config.mk WORK_HOME=/design/flow/orfs finish
</file>
<file path="flow/config.mk">
export PLATFORM = sky130hd
export DESIGN_NAME = div10
export DESIGN_NICKNAME = div10
export VERILOG_FILES = /design/flow/design.v
export SDC_FILE = /design/flow/constraint.sdc
export NUM_CORES = 4
export LEC_CHECK = 1
export CORE_AREA = 10 10 70 70
export DIE_AREA = 0 0 80 80
</file>
<file path="flow/constraint.sdc">
current_design div10

set clk_period 1.5
set clk_io_pct 0.2

create_clock -name clk0 -period $clk_period [get_ports {clk}]

set non_clock_inputs [all_inputs -no_clocks]
set_input_delay [expr $clk_period * $clk_io_pct] -clock clk0 $non_clock_inputs
set_output_delay [expr $clk_period * $clk_io_pct] -clock clk0 [all_outputs]
</file>
<file path="flow/design.v">
module div10(clk_1,clk_10,clk,rst);
input clk,rst;
output clk_10,clk_1;
reg [3:0]cnt;
wire clk_10;
always @ (posedge clk or negedge rst)
 if (!rst)
    cnt<=0;
    else  
       if(cnt==4)
			cnt<=cnt+4;
		else
			if(cnt==12)
				cnt<=0;
			else
				cnt<=cnt+1;
assign clk_1=rst&clk;		 
assign clk_10=cnt[3];
endmodule
</file>
==> impl_results.rst <==
Implementation results
======================

.. list-table::
   :header-rows: 1

   * - Metric
     - Value
   * - Share of total power consumed by net switching
     - 18.6%
   * - Relative contribution of sequential cells to total power
     - between 30 and 40%
   * - Horizontal extent of the die
     - ~80 um
   * - Inserted Diodes
     - 0
   * - Share of power burned in combinational logic
     - under 10%
   * - Number of detailed-route iterations in the first pass
     - 2
   * - Crit end category
     - register
   * - Antenna violations before repair
     - 0
   * - Crit path launch
     - cnt[3]$_DFF_PN0_
   * - Number of standard cells in the layout, taps in and fillers out
     - 81
   * - Max Clk Rate
     - 0.702 GHz
   * - Per-cell via count in the routed design
     - between 2 and 2.5
   * - Clock tree skew after final layout
     - 0.576 ps
   * - Fin util
     - between 10 and 15%
   * - Post-Place Cell Area
     - ~380 um2
   * - Relative area change from synthesis to final layout
     - 52.5%
   * - Part of the power in the clock network
     - around two thirds
   * - Unrepaired setup endpoints after global routing
     - no
   * - Class of the most critical hold timing path
     - primary input to asynchronous set/reset pin
   * - Overall Power
     - approximately 0.00035 W
   * - Clock transition at the register clock pins on the worst setup and hold paths after CTS
     - around 40 ps
   * - Number of register bits inferred by synthesis
     - 4
   * - Stage delay of the slowest cell on the critical path
     - between 300 and 400 ps
   * - Highest ir drop seen on vdd
     - approximately 0.0004 V
   * - IO buf count
     - 3
   * - Count of cell types in the netlist
     - 16
   * - All-Layer GR Usage
     - under 10%
   * - Fin crit share
     - 94.9%
   * - Slew at the pin closest to its max-slew limit
     - between 200 and 250 ps
   * - Internal power
     - 0.000287 W
   * - Total I/O pin count
     - 4
   * - Smallest setup slack after layout
     - about 76 ps
   * - Worst path cell trace
     - buf_4, inv_1, ha_2, mux2_4, a221oi_2
   * - Sort of element at the start of the critical path
     - register
   * - Routed wire length
     - approximately 500 um
   * - Global-route wire length before repair
     - a little under 1000 um
   * - Number of cell rows
     - 21
   * - Largest register by flop count
     - cnt
   * - Largest net degree at the start of global routing
     - 6
   * - Number of cell instances after yosys synthesis
     - 24
   * - R2R setup slack
     - around 76 ps
   * - Relative max-transition margin
     - between 80% and 90%
   * - Number of DRC markers in iteration 0
     - 4
   * - DR WL/cell
     - around 6.2 um
   * - Switch Pwr
     - about 0.000065 W
   * - Total Die Area
     - about 6400 um2
   * - Share of post-route cells with drive strength above 1
     - between 40 and 50%
   * - Vias post-DR
     - approximately 200
   * - Overall die height
     - around 80 um
   * - Total cell area reported by yosys after synthesis
     - 279 um2
   * - Core Util at FP
     - slightly above 8%
   * - GP Congestion
     - 0.636
   * - Post-route antenna net violation count
     - 0
   * - Post-synthesis area per instance
     - 11.6 um2
   * - Required @ worst endpoint
     - ~1700 ps
   * - Min Tclk post-route
     - 1420 ps
   * - CP max FO
     - 5
   * - Inst Count DP
     - between 70 and 80
   * - Synth warnings
     - 1
   * - Number of maximum-capacitance violations
     - 0
   * - Post-DP HPWL
     - 385 um
   * - Post-detailed-route DRC marker count
     - 0
   * - Synth Cell Area
     - 279 um2
   * - Status
     - finished clean
   * - Detailed route wirelength on metal3
     - ~40 um
   * - Areal power density over the cells
     - slightly above 800 nW/um2
   * - Number of global-route vias before repair
     - ~240
   * - Largest registers ranked by flip-flop count
     - cnt: 4 flops
   * - Final Hold Vio Count
     - 0
   * - Routed met2 length
     - between 100 and 150 um
   * - Clock tree from TritonCTS
     - done
   * - Worst slack, placed
     - -121 ps
   * - Flip-flop count of the largest register after layout
     - 4
   * - Reg-to-reg startpoint
     - cnt[3]$_DFF_PN0_
   * - Sequential share of the synthesized area
     - between 30% and 40%
   * - Uppermost routed layer
     - met3
   * - OpenROAD warnings
     - 29
   * - Remaining global-route overflow
     - 0
   * - Bufs and invs on worst path
     - 2
   * - Final setup vio count
     - 0
   * - Critical setup path kind
     - register to register
   * - Cell with the biggest individual delay on the critical path
     - dfrtp_1
   * - Worst skew pair latency
     - roughly 340 ps
   * - Syn Inst Count
     - 24
   * - Leakage power of the design
     - approximately 0.19 nW
   * - Core Area
     - 3420 um2
   * - Final std cell area, no fill
     - between 400 and 500 um2
   * - Post-route met1 wirelength
     - about 320 um
   * - Dominant delay contributor by cell family on the critical path
     - flip-flops
   * - Final count of pins violating max slew
     - 0
   * - Arr. time, crit path
     - 1670 ps
==> metal layers <==
layer | track usage [%] | vias up
li1 | - | 112
met1 | 2.87 | 83
met2 | 1.69 | 6
met3 | 1.36 | 0
met4 | 0.880 | 0
met5 | 0 | -
==> final cells by class <==
cell class,count,area (um2)
flip-flops and latches,4,100
clock buffers,6,42.5
fillers,395,2990
well taps,46,57.6
multi-input cells,17,173
inverters,3,11.3
repair buffers,5,41.3
==> cells in the final DEF (no fill, tap or decap), drive strengths merged <==
master	synthesis	layout
clkbuf	0	5
nand3b	1	1
a221oi	1	1
inv	3	3
mux2	2	2
o41ai	1	1
o21a	1	1
and2	1	1
clkdlybuf4s50	0	1
ha	4	4
mux2i	1	1
a21oi	1	1
dlygate4sd2	0	1
a211oi	1	1
nand2	1	1
nor2	1	1
buf	0	4
and4	1	1
dfrtp	4	4
==> power groups by stage <==
stage         Sequential [W]  Clock, W  Combinational (W)
finish              0.000108  0.000238         0.00000651
CTS                 0.000108  0.000253         0.00000671
global route        0.000108  0.000275         0.00000734
==> worst register-to-register path, cell delays in order, from the launching register on <==
cell	delay, ps
dfrtp_1	370
buf_4	150
inv_1	50
ha_2	220
mux2_4	310
a221oi_2	230
==> final timing paths <==
path	cells past startpoint	to
min reg2reg	1	cnt[1]$_DFFE_PN0N_
min	2	cnt[2]$_DFF_PN0_
max in group asynchronous	2	cnt[1]$_DFFE_PN0N_
max reg2reg	5	cnt[2]$_DFF_PN0_
max	5	cnt[2]$_DFF_PN0_
min in group clk0	3	clk_1
==> cell families after synthesis <==
| kind of cell | after synthesis | synth area share [%] |
|---|---|---|
| adders and majority gates | 4 | 17.9 |
| AOI/OAI and AO/OA | 5 | 18.4 |
| DFF | 4 | 35.9 |
| buffers and inverters | 3 | 4.04 |
| and+or+nand+nor | 5 | 10.8 |
| muxes | 3 | 13.0 |
==> cell usage after synthesis, drive strengths merged <==
| cell | instances | share of area [%] |
|---|---|---|
| mux2i | 1 | 3.6 |
| inv | 3 | 4.0 |
| a21oi | 1 | 1.8 |
| o41ai | 1 | 5.8 |
| a211oi | 1 | 2.7 |
| a221oi | 1 | 5.4 |
| mux2 | 2 | 9.4 |
| and2 | 1 | 2.2 |
| nor2 | 1 | 1.3 |
| dfrtp | 4 | 36 |
| nand2 | 1 | 1.3 |
| nand3b | 1 | 2.7 |
| o21a | 1 | 2.7 |
| and4 | 1 | 3.1 |
| ha | 4 | 18 |
==> stage by stage <==
stage	hold slack [ps]	TNS (ps)
after global routing	228	0
after CTS	233	0
after floorplan	4.41	0
after global placement	582	-122
after detailed placement	586	-121
final	248	0
==> what timing repair did <==
| item | CTS | global route |
|---|---|---|
| hold buffers | 0 | 0 |
| resized | 5 | 1 |
| setup endpoints to repair | 3 | 2 |
| setup buffers | 1 | 0 |
| pin swaps | 0 | 0 |
Power and IR drop assume default switching activity.
